[design/flow/design.v]
module uart_tool_rx(
    input  wire       clk          ,  
    input  wire       resetn       ,  
    input  wire       uart_rxd     ,  
    input  wire       uart_rx_en   ,  
    output wire       uart_rx_break,  
    output wire       uart_rx_valid,  
    output reg  [PAYLOAD_BITS-1:0] uart_rx_data    
);
parameter   BIT_RATE        = 9600;  
localparam  BIT_P           = 1_000_000_000 * 1/BIT_RATE;  
parameter   CLK_HZ          =    50_000_000;
localparam  CLK_P           = 1_000_000_000 * 1/CLK_HZ;  
parameter   PAYLOAD_BITS    = 8;
parameter   STOP_BITS       = 1;
localparam       CYCLES_PER_BIT     = BIT_P / CLK_P;
localparam       COUNT_REG_LEN      = 1+$clog2(CYCLES_PER_BIT);
reg rxd_reg;
reg rxd_reg_0;
reg [PAYLOAD_BITS-1:0] recieved_data;
reg [COUNT_REG_LEN-1:0] cycle_counter;
reg [3:0] bit_counter;
reg bit_sample;
reg [2:0] fsm_state;
reg [2:0] n_fsm_state;
localparam FSM_IDLE = 0;
localparam FSM_START= 1;
localparam FSM_RECV = 2;
localparam FSM_STOP = 3;
assign uart_rx_break = uart_rx_valid && ~|recieved_data;
assign uart_rx_valid = fsm_state == FSM_STOP && n_fsm_state == FSM_IDLE;
always @(posedge clk) begin
    if(!resetn) begin
        uart_rx_data  <= {PAYLOAD_BITS{1'b0}};
    end else if (fsm_state == FSM_STOP) begin
        uart_rx_data  <= recieved_data;
    end
end
wire next_bit     = cycle_counter == CYCLES_PER_BIT ||
                        fsm_state       == FSM_STOP && 
                        cycle_counter   == CYCLES_PER_BIT/2;
wire payload_done = bit_counter   == PAYLOAD_BITS  ;
always @(*) begin : p_n_fsm_state
    case(fsm_state)
        FSM_IDLE : n_fsm_state = rxd_reg      ? FSM_IDLE : FSM_START;
        FSM_START: n_fsm_state = next_bit     ? FSM_RECV : FSM_START;
        FSM_RECV : n_fsm_state = payload_done ? FSM_STOP : FSM_RECV ;
        FSM_STOP : n_fsm_state = next_bit     ? FSM_IDLE : FSM_STOP ;
        default  : n_fsm_state = FSM_IDLE;
    endcase
end
integer i = 0;
always @(posedge clk) begin : p_recieved_data
    if(!resetn) begin
        recieved_data <= {PAYLOAD_BITS{1'b0}};
    end else if(fsm_state == FSM_IDLE             ) begin
        recieved_data <= {PAYLOAD_BITS{1'b0}};
    end else if(fsm_state == FSM_RECV && next_bit ) begin
        recieved_data[PAYLOAD_BITS-1] <= bit_sample;
        for ( i = PAYLOAD_BITS-2; i >= 0; i = i - 1) begin
            recieved_data[i] <= recieved_data[i+1];
        end
    end
end
always @(posedge clk) begin : p_bit_counter
    if(!resetn) begin
        bit_counter <= 4'b0;
    end else if(fsm_state != FSM_RECV) begin
        bit_counter <= {COUNT_REG_LEN{1'b0}};
    end else if(fsm_state == FSM_RECV && next_bit) begin
        bit_counter <= bit_counter + 1'b1;
    end
end
always @(posedge clk) begin : p_bit_sample
    if(!resetn) begin
        bit_sample <= 1'b0;
    end else if (cycle_counter == CYCLES_PER_BIT/2) begin
        bit_sample <= rxd_reg;
    end
end
always @(posedge clk) begin : p_cycle_counter
    if(!resetn) begin
        cycle_counter <= {COUNT_REG_LEN{1'b0}};
    end else if(next_bit) begin
        cycle_counter <= {COUNT_REG_LEN{1'b0}};
    end else if(fsm_state == FSM_START || 
                fsm_state == FSM_RECV  || 
                fsm_state == FSM_STOP   ) begin
        cycle_counter <= cycle_counter + 1'b1;
    end
end
always @(posedge clk) begin : p_fsm_state
    if(!resetn) begin
        fsm_state <= FSM_IDLE;
    end else begin
        fsm_state <= n_fsm_state;
    end
end
always @(posedge clk) begin : p_rxd_reg
    if(!resetn) begin
        rxd_reg     <= 1'b1;
        rxd_reg_0   <= 1'b1;
    end else if(uart_rx_en) begin
        rxd_reg     <= rxd_reg_0;
        rxd_reg_0   <= uart_rxd;
    end
end
endmodule
[design/flow/run.sh]
#!/bin/bash
# OpenROAD 26Q1-2900-gdf79404cd8, Yosys 0.63+post, stock flow scripts
make -C /OpenROAD-flow-scripts/flow DESIGN_CONFIG=/design/flow/config.mk WORK_HOME=/design/flow/orfs finish
[design/flow/config.mk]
export PLATFORM = sky130hd
export DESIGN_NAME = uart_tool_rx
export DESIGN_NICKNAME = uart_tool_rx
export VERILOG_FILES = /design/flow/design.v
export SDC_FILE = /design/flow/constraint.sdc
export NUM_CORES = 4
export LEC_CHECK = 1
export CORE_UTILIZATION = 40
[design/flow/constraint.sdc]
current_design uart_tool_rx

set clk_period 4.6
set clk_io_pct 0.2

create_clock -name clk0 -period $clk_period [get_ports {clk}]

set non_clock_inputs [all_inputs -no_clocks]
set_input_delay [expr $clk_period * $clk_io_pct] -clock clk0 $non_clock_inputs
set_output_delay [expr $clk_period * $clk_io_pct] -clock clk0 [all_outputs]
==> run_results.csv <==
group,metric,value,unit
status,status,"finished, final reports clean",
floorplan,row_count,23,
clock_network,holdBufCountCts,0,
synthesis,ys_warn_count,1,
setup_path,worstSetupEndpointType,"output port",
synthesis,mux_area_frac,0.111,
synthesis,synth.distinct_cells,36,
clock_network,clock_path_buffers,2,
clock_network,path_clk_slew,0.08,ns
finish,area_growth,17.2,%
placement,placed_cells,250,
placement,numPortBuffers,13,
sta,tightest_slew,0.728,ns
drt,drc,0,
setup_path,worstPathCellList,"or4b_4 -> nor3_1 -> o21ai_1 -> a21o_1 -> a21oi_1 -> clkdlybuf4s50_1",
synthesis,synth_area_per_cell,9.35,um^2
drt,first_pass_iters,4,
setup_path,rr_worst_depth,6,
clock_network,cts_made_buffers,5,
grt,grt_max_degree,19,
sta,finalCritPeriodShare,0.757,
synthesis,ys_sh_adder,0.0279,
setup_path,cp-startpoint,"cycle_counter[4]",
sta,setup-tns-final,0,ns
finish,largest_register_ffs,14,
pwr,peakVddDrop,0.000151,V
grt,grt_pass1_vias,1208,
floorplan,dieArea,4760,um^2
clock_network,postCtsSetupBuffers,0,
clock_network,cts_root_buffer,"clkbuf_8",
setup_path,r2r-start,"fsm_state[3]",
synthesis,yosys.area_share.xor_xnor,0.0683,
synthesis,ys_ff,41,
finish,layout-drive-gt1-share,0.0625,
drt,drtIter0Drc,33,
setup_path,path_depth,6,
sta,grt_setup_unrepaired,"no",
sta,setup_ws,1.12,ns
sta,finalSetupViolCount,0,
drt,antenna_left,0,
finish,design_area,2100,um^2
setup_path,r2r_end,"bit_counter[3]",
placement,pre_cts_ws,1.46,ns
floorplan,die_y,69.0,um
synthesis,syn_area,1800,um^2
grt,overflow,0,
sta,final_max_slew_viol_count,0,
placement,dp_hpwl,2.21,mm
grt,grt_pass1_wl,5.44,mm
floorplan,io_pins,14,
synthesis,syn_inst,192,
setup_path,slowest_stage,"or4b_4",
min_path,hold_path.class,"flip-flop to flip-flop",
sta,fin_crit,3.48,ns
grt,track_usage,0.156,
placement,place.gp.congestion,0.800,
sta,slew_headroom,0.514,
floorplan,initCoreUtil,0.433,
setup_path,worst_setup_path_start_kind,"flip-flop",
setup_path,crit_type,"flip-flop to output port",
finish,reg.largest.list,"cycle_counter (14), recieved_data (8), uart_rx_data (8)",
clock_network,cts_max_level,2,
setup_path,crit_end,"uart_rx_break",
floorplan,core_area,4140,um^2
sta,hold_viol_final,0,
setup_path,cp_max_fo,4,
drt,wl_per_cell,12.3,um
synthesis,synthAoiAreaFrac,0.0578,
sta,fmax,0.287,GHz
drt,n_antenna_cell,0,
clock_network,clk_latency,0.29,ns
run,warnings,27,
grt,grt_antenna_before_repair,0,
finish,final_cell_mix,"dfxtp_1, nor2_1, mux2i_1, nand2_1, clkdlybuf4s50_1",
finish,stdcell_count,258,
pwr,leakagePower,0.792,nW
setup_path,cp_num_buf_inv,1,
clock_network,ctsResizeCount,0,
setup_path,cp.arrival,2.56,ns
setup_path,cp.required,3.68,ns
floorplan,die.size.x,69.0,um
synthesis,simple_gate_area_frac,0.251,
clock_network,cts.sinks,41,
sta,holdWs,0.482,ns
placement,placed_area,1970,um^2
synthesis,ys_chip_area,1800,um^2
setup_path,crit_path_max_incr_delay,0.56,ns
finish,max_flop_register,"cycle_counter",
synthesis,yosys_cells,192,
sta,clock_skew,0.00154,ns
setup_path,crit_family,"simple AND/OR/NAND/NOR gates",
run,maxCapViolations,0,
finish,mostFrequentLayoutCell,"dfxtp_1",
synthesis,ys_seq_frac,0.457,
drt,vias_per_cell,5.04,
clock_network,cts_tree,"yes",
pwr,p_per_area,339,nW/um^2
drt,via_count,1301,
drt,drt_wl_total,3.18,mm
synthesis,logic_family,"simple AND/OR/NAND/NOR gates",
setup_path,rrSetupSlack,2.34,ns
layout make-up:
cell class                 count  area [um^2]
inverter                       6         22.5
multi-input combinational    139          927
clock inverter                 3         65.1
fill                         375         2040
timing repair buffer          14          138
tap                           50         62.6
sequential                    41          821
clock buffer                   5         68.8
kinds of logic after synthesis:
family                   count (synthesis)
flip-flops                              41
adder cells (fa/ha/maj)                  4
multiplexers                            20
buffers and inverters                   12
AND-OR/OR-AND                           16
AND/OR/NAND/NOR                         85
XOR/XNOR                                14
how the worst min path moves through the flow:
stage | depth (start not counted) | endpoint | from
after CTS | 2 | bit_sample | bit_sample
after global routing | 2 | bit_sample | bit_sample
final | 2 | bit_sample | bit_sample
Yosys cell counts:
cell type	n	share of area
o211ai_1	2	0.0084
o211ai_2	1	0.0070
nand4bb_1	1	0.0063
a21boi_0	1	0.0042
nand2b_1	2	0.0070
a22oi_1	1	0.0042
and3_1	4	0.014
nor2_1	28	0.059
nand2_1	16	0.033
clkbuf_1	3	0.0063
nand4_1	2	0.0070
o21ai_1	3	0.0084
dfxtp_1	41	0.46
or3_1	3	0.010
nor4_4	1	0.012
nand3_1	5	0.014
nand3b_1	1	0.0042
a21o_1	1	0.0042
a21oi_1	4	0.011
o22ai_1	1	0.0035
nor2b_1	11	0.038
and3b_1	1	0.0049
buf_2	2	0.0056
nor4_1	3	0.010
mux2i_1	20	0.11
ha_1	4	0.028
xor2_1	8	0.039
and2_1	1	0.0035
o31ai_1	1	0.0042
xnor2_1	6	0.029
nor3_1	4	0.011
buf_1	1	0.0021
inv_1	6	0.013
nor4b_2	1	0.0084
or4b_4	1	0.0077
o21ai_0	1	0.0028
where the power goes:
| group | switching [mW] | internal, mW | leakage, nW |
|---|---|---|---|
| Sequential | 0.00208 | 0.357 | 0.331 |
| Combinational | 0.00894 | 0.00752 | 0.393 |
| Clock | 0.122 | 0.215 | 0.0681 |
metal layers:
| layer | vias to the layer above | GRT usage | wire (um) | part of all wire |
|---|---|---|---|---|
| met5 | - | 0 | 0 | 0 |
| met4 | 0 | 0.0230 | 32 | 0.010 |
| met3 | 4 | 0.0450 | 151 | 0.047 |
| met2 | 27 | 0.212 | 1270 | 0.40 |
| met1 | 586 | 0.253 | 1720 | 0.54 |
| li1 | 684 | - | - | - |
per-stage QoR:
stage / util / total power [mW]
after floorplan: - / 0.377
after global placement: 0.476 / 0.383
after detailed placement: 0.476 / 0.384
after CTS: 0.508 / 0.720
after global routing: 0.508 / 0.742
final: 0.508 / 0.712
worst min-delay path: stages, from the launching register on:
cell	delay, ns
dfxtp_1	0.32
nand2_1	0.05
a21boi_0	0.07
No activity file was given, so power comes from the tool's default toggle rates.
