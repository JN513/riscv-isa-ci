<file path="design/flow/run.sh">
#!/bin/bash
# OpenROAD 26Q1-2900-gdf79404cd8, Yosys 0.63+post, stock flow scripts
make -C /OpenROAD-flow-scripts/flow DESIGN_CONFIG=/design/flow/config.mk WORK_HOME=/design/flow/orfs finish
</file>
<file path="design/flow/config.mk">
export PLATFORM = sky130hd
export DESIGN_NAME = uart_tool_tx
export DESIGN_NICKNAME = uart_tool_tx
export VERILOG_FILES = /design/flow/design.v
export SDC_FILE = /design/flow/constraint.sdc
export NUM_CORES = 4
export LEC_CHECK = 1
export CORE_UTILIZATION = 30
</file>
<file path="design/flow/constraint.sdc">
current_design uart_tool_tx

set clk_period 4.1
set clk_io_pct 0.2

create_clock -name clk0 -period $clk_period [get_ports {clk}]

set non_clock_inputs [all_inputs -no_clocks]
set_input_delay [expr $clk_period * $clk_io_pct] -clock clk0 $non_clock_inputs
set_output_delay [expr $clk_period * $clk_io_pct] -clock clk0 [all_outputs]
</file>
<file path="design/flow/design.v">
module uart_tool_tx(
    input  wire         clk         ,  
    input  wire         resetn      ,  
    output wire         uart_txd    ,  
    output wire         uart_tx_busy,  
    input  wire         uart_tx_en  ,  
    input  wire [PAYLOAD_BITS-1:0]   uart_tx_data   
);
parameter   BIT_RATE        = 9600;  
localparam  BIT_P           = 1_000_000_000 * 1/BIT_RATE;  
parameter   CLK_HZ          =    50_000_000;
localparam  CLK_P           = 1_000_000_000 * 1/CLK_HZ;  
parameter   PAYLOAD_BITS    = 8;
parameter   STOP_BITS       = 1;
localparam       CYCLES_PER_BIT     = BIT_P / CLK_P;
localparam       COUNT_REG_LEN      = 1+$clog2(CYCLES_PER_BIT);
reg txd_reg;
reg [PAYLOAD_BITS-1:0] data_to_send;
reg [COUNT_REG_LEN-1:0] cycle_counter;
reg [3:0] bit_counter;
reg [2:0] fsm_state;
reg [2:0] n_fsm_state;
localparam FSM_IDLE = 0;
localparam FSM_START= 1;
localparam FSM_SEND = 2;
localparam FSM_STOP = 3;
assign uart_tx_busy = fsm_state != FSM_IDLE;
assign uart_txd     = txd_reg;
wire next_bit     = cycle_counter == CYCLES_PER_BIT;
wire payload_done = bit_counter   == PAYLOAD_BITS  ;
wire stop_done    = bit_counter   == STOP_BITS && fsm_state == FSM_STOP;
always @(*) begin : p_n_fsm_state
    case(fsm_state)
        FSM_IDLE : n_fsm_state = uart_tx_en   ? FSM_START: FSM_IDLE ;
        FSM_START: n_fsm_state = next_bit     ? FSM_SEND : FSM_START;
        FSM_SEND : n_fsm_state = payload_done ? FSM_STOP : FSM_SEND ;
        FSM_STOP : n_fsm_state = stop_done    ? FSM_IDLE : FSM_STOP ;
        default  : n_fsm_state = FSM_IDLE;
    endcase
end
integer i = 0;
always @(posedge clk) begin : p_data_to_send
    if(!resetn) begin
        data_to_send <= {PAYLOAD_BITS{1'b0}};
    end else if(fsm_state == FSM_IDLE && uart_tx_en) begin
        data_to_send <= uart_tx_data;
    end else if(fsm_state       == FSM_SEND       && next_bit ) begin
        for ( i = PAYLOAD_BITS-2; i >= 0; i = i - 1) begin
            data_to_send[i] <= data_to_send[i+1];
        end
    end
end
always @(posedge clk) begin : p_bit_counter
    if(!resetn) begin
        bit_counter <= 4'b0;
    end else if(fsm_state != FSM_SEND && fsm_state != FSM_STOP) begin
        bit_counter <= {COUNT_REG_LEN{1'b0}};
    end else if(fsm_state == FSM_SEND && n_fsm_state == FSM_STOP) begin
        bit_counter <= {COUNT_REG_LEN{1'b0}};
    end else if(fsm_state == FSM_STOP&& next_bit) begin
        bit_counter <= bit_counter + 1'b1;
    end else if(fsm_state == FSM_SEND && next_bit) begin
        bit_counter <= bit_counter + 1'b1;
    end
end
always @(posedge clk) begin : p_cycle_counter
    if(!resetn) begin
        cycle_counter <= {COUNT_REG_LEN{1'b0}};
    end else if(next_bit) begin
        cycle_counter <= {COUNT_REG_LEN{1'b0}};
    end else if(fsm_state == FSM_START || 
                fsm_state == FSM_SEND  || 
                fsm_state == FSM_STOP   ) begin
        cycle_counter <= cycle_counter + 1'b1;
    end
end
always @(posedge clk) begin : p_fsm_state
    if(!resetn) begin
        fsm_state <= FSM_IDLE;
    end else begin
        fsm_state <= n_fsm_state;
    end
end
always @(posedge clk) begin : p_txd_reg
    if(!resetn) begin
        txd_reg <= 1'b1;
    end else if(fsm_state == FSM_IDLE) begin
        txd_reg <= 1'b1;
    end else if(fsm_state == FSM_START) begin
        txd_reg <= 1'b0;
    end else if(fsm_state == FSM_SEND) begin
        txd_reg <= data_to_send[0];
    end else if(fsm_state == FSM_STOP) begin
        txd_reg <= 1'b1;
    end
end
endmodule
</file>
==> results.cfg <==
; implementation run metrics
[sta]
timing.final.setup_violations = 0
final.setup.worst_slack_ns = 1.65
clock-skew-final_ns = 0.00246
tightestPinTransition_ns = 0.562
period_needed_ns = 2.45
fin_worst_hold_slack_ns = 0.476
slew_violations = 0
final-hold-violation-count = 0
fin_crit_sh = 0.597
slew-limit-headroom = 0.625
clock.fmax_ghz = 0.408
totalNegativeSetupSlack_ns = 0
setup_repair_after_global_routing_missed_its_margin = false

[placed_design]
detailedPlacementHpwl_um = 1720
gp_congestion = 0.823
place_ws_ns = 1.64
port-buffer-count = 12

[logic_synthesis]
synth_cell_area_um2 = 1430
yosys_register_bits = 29
main_synth_ff_type = sky130_fd_sc_hd__dfxtp_1
mux_area_frac = 0.0491
ys_cells = 162
synth.comb.largest_family = simple AND/OR/NAND/NOR gates
edf_count = 0
synth.cellmix.xorXnorShare = 0.0798
synth.avg_cell_area_um2 = 8.81
post_synthesis_cell_count = 162
seq_area_frac_synth = 0.407
synth.yosys.chip_area_um2 = 1430
synth.lib_cells_used.distinct = 37
aoi_share = 0.129
synth-adder-area-share = 0.0438
yosysWarnings = 1
ys_async_rst_share = 0
simple_gate_portion_of_the_synthesized_area = 0.252

[setup_path]
worst-path-stages = 3
worst-path-max-fanout = 14
worst_setup_path_end_kind = output pin
timing.critical_path.from_type = register
critical-path-max-stage-delay_ns = 0.57
timing.critical_path.from = fsm_state[1]$_SDFF_PN0_
path_delay_family = buffers and inverters
arrival_time_of_the_worst_setup_path_ns = 1.63
timing.critical_path.cells = nor2_1, inv_1, clkdlybuf4s50_1
cp.required_ns = 3.28
r2r_end = cycle_counter[13]$_SDFFE_PP0P_
rr_startpoint = fsm_state[1]$_SDFF_PN0_
cpMaxStageDelayCell = sky130_fd_sc_hd__dfxtp_1
timing.reg2reg.worst_path_depth = 4
worstSetupPathType = reg -> out
path_buffers = 2
r2r_setup_slack_ns = 2.08

[clock_tree]
cts.sinks = 29
cts_post_setup_buffers_inserted = 0
clock_insertion_delay_worst_skew_ns = 0.27
cts.htree.levels = 2
cts_buffer_depth = 2
cts_inserted_buffers = 5
postCtsResizedCells = 0
worst_setup_hold_path_clk_slew_ns = 0.06
cts_hold_buf = 0
ctsRootBufferMaster = sky130_fd_sc_hd__clkbuf_8
cts_tree = done

[finish]
drive_gt1_frac = 0.0734
final_core_util = 0.374
reg_top3 = cycle_counter: 14 flops, data_to_send: 8 flops, bit_counter: 4 flops
largest_register_ff_count = 14
synthesis_to_finish_area_growth_pct = 17.3
max_flop_register = cycle_counter
count_of_fill_cells_added_during_filler_insertion = 446

[die]
core-area_um2 = 4470
fp.dieW_um = 71.0
top_level_ports = 13
design.die.area_um2 = 5040
std_cell_rows = 24
floorplan.core_util = 0.319
die_height_um = 71.0

[detailed_routing]
ant_nets = 0
route.vias.total = 1104
wl_per_instance_um = 10.7
detail_route.wirelength_um = 2450
antenna_cells = 0
dr.pass1.iters = 4
via_per_inst = 4.82
drcViolationCount = 0
drt_iter0_drc = 21

[grt]
number_of_antenna_violations_at_the_first_check_in_global_routing = 0
grt_pass1_wl_um = 4690
maximum_number_of_pins_on_one_net_before_global_route_repair = 16
first_global_vias = 1054
gr-total-overflow = 0
gr-usage-all-layers = 0.114

[pwr]
max-vdd-ir-drop_uv = 219
internal_dissipation_mw = 0.432
combinationalPowerShare = 0.067
power_frac_clock = 0.397
sequentialPowerShare = 0.536
p_leak_nw = 0.641
switching_power_mw = 0.124
power.density_nw_per_um2 = 332
switching_part_of_the_total = 0.223

[min_path]
hold_path_end = data_to_send[7]$_SDFFE_PN0N_
hold_depth = 2
timing.hold.worst.start = data_to_send[7]$_SDFFE_PN0N_
worst_hold_path_type = reg -> reg

[run]
log.warning_count = 28
cap_violations = 0

[outcome]
result_of_the_run = complete, no violations
==> final cells by class <==
type,instances,area [µm²],share of cell area
timing repair buffer,12,120,0.0717
tap,52,65.1,0.0389
inverter,10,37.5,0.0224
clock buffer,8,80.1,0.0478
sequential,29,581,0.347
multi-input combinational,118,791,0.472
==> placed cells by master, fill, tap and decap left out, types with 4 or more instances in the layout <==
| master | instances |
|---|---|
| sky130_fd_sc_hd__mux2i_1 | 7 |
| sky130_fd_sc_hd__ha_1 | 5 |
| sky130_fd_sc_hd__nor3_1 | 4 |
| sky130_fd_sc_hd__dfxtp_1 | 29 |
| sky130_fd_sc_hd__inv_1 | 10 |
| sky130_fd_sc_hd__nand3_1 | 5 |
| sky130_fd_sc_hd__xor2_1 | 5 |
| sky130_fd_sc_hd__nand2_1 | 12 |
| sky130_fd_sc_hd__clkdlybuf4s50_1 | 12 |
| sky130_fd_sc_hd__nor2_1 | 20 |
| sky130_fd_sc_hd__xnor2_1 | 8 |
| sky130_fd_sc_hd__clkbuf_8 | 5 |
| sky130_fd_sc_hd__a21oi_1 | 12 |
| sky130_fd_sc_hd__o21ai_0 | 9 |
==> routing by layer <==
metal	up-vias	track usage	wire [µm]
li1	600	-	-
met1	482	0.168	1300
met2	16	0.177	1020
met3	6	0.0260	78
met4	0	0.0200	59
met5	-	0	0
==> through the flow <==
stage / std cells / instance area [µm²] / power, mW
after floorplan: 162 / 1430 / 0.324
after global placement: 221 / 1590 / 0.341
after detailed placement: 221 / 1590 / 0.342
after CTS: 229 / 1670 / 0.564
after global routing: 229 / 1670 / 0.586
final: 229 / 1670 / 0.555
==> Yosys cell counts (all sizes together) (4+ instances only) <==
cell type	n	share of area
xor2	5	0.031
nand4	4	0.028
nand2	12	0.032
mux2i	7	0.049
nand3	6	0.030
nor2	20	0.053
ha	5	0.044
inv	10	0.026
nor3	4	0.014
xnor2	8	0.049
dfxtp	29	0.41
clkbuf	5	0.013
o21ai	10	0.035
a21oi	12	0.042
==> worst register-to-register path, cell delays in order (launching register included) <==
cell and delay, ns:
sky130_fd_sc_hd__dfxtp_1 0.57, sky130_fd_sc_hd__o2111ai_1 0.36, sky130_fd_sc_hd__or4_4 0.52, sky130_fd_sc_hd__or3_1 0.35, sky130_fd_sc_hd__a21oi_1 0.14
==> how the worst max path moves through the flow <==
| stage | to | slack, ns |
|---|---|---|
| 6_report | uart_tx_busy | 1.65 |
| 5_1_grt | uart_tx_busy | 1.49 |
| 4_1_cts | uart_tx_busy | 1.62 |
==> cell families after synthesis <==
group | after synthesis
fa+ha+maj | 5
mux | 7
compound gates | 31
buf+inv | 15
simple gates | 62
flops | 29
xor+xnor | 13
==> power groups by stage <==
| stage | combinational, mW | sequential, mW | clock, mW |
|---|---|---|---|
| 4_1_cts | 0.0378 | 0.298 | 0.229 |
| 5_1_grt | 0.0425 | 0.299 | 0.245 |
| 6_report | 0.0373 | 0.298 | 0.221 |
Power figures rest on the tool's default switching activity, not on a simulated workload.
